[config.mk]
export PLATFORM = sky130hd
export DESIGN_NAME = bin2ascii
export DESIGN_NICKNAME = bin2ascii
export VERILOG_FILES = /design/flow/design.v
export SDC_FILE = /design/flow/constraint.sdc
export NUM_CORES = 4
export LEC_CHECK = 1
export CORE_AREA = 10 10 70 70
export DIE_AREA = 0 0 80 80
[constraint.sdc]
current_design bin2ascii

set clk_period 1.1
set clk_io_pct 0.2

create_clock -name clk0 -period $clk_period

set non_clock_inputs [all_inputs -no_clocks]
set_input_delay [expr $clk_period * $clk_io_pct] -clock clk0 $non_clock_inputs
set_output_delay [expr $clk_period * $clk_io_pct] -clock clk0 [all_outputs]
[design.v]
`timescale 1ns / 1ps
module bin2ascii(
    input [NBYTES*8-1:0] I,
    output reg [NBYTES*16-1:0] O=0
    );
    parameter NBYTES=2;
    genvar i;
    generate for (i=0; i<NBYTES*2; i=i+1)
        always@(I)
        if (I[4*i+3:4*i] >= 4'h0 && I[4*i+3:4*i] <= 4'h9)
            O[8*i+7:8*i] = 8'd48 + I[4*i+3:4*i];
        else
            O[8*i+7:8*i] = 8'd55 + I[4*i+3:4*i];
    endgenerate
endmodule
[run.sh]
#!/bin/bash
# OpenROAD 26Q1-2900-gdf79404cd8, Yosys 0.63+post, stock flow scripts
make -C /OpenROAD-flow-scripts/flow DESIGN_CONFIG=/design/flow/config.mk WORK_HOME=/design/flow/orfs finish
==> impl_metrics.env <==
# implementation run metrics
export IMPL_layout_drive_gt1_share=0.863
export IMPL_die_w_um=80
export IMPL_yosys_stat_area_um2=469
export IMPL_gp_congestion=0.731
export IMPL_die_h_um=80
export IMPL_layout_top_cell="buf_2"
export IMPL_rsz0062_at_grt="yes"
export IMPL_drt_iter0_markers=10
export IMPL_hold_buffers=0
export IMPL_crit_arrival_ns=1.15
export IMPL_finalSetupTns_ns=-3.31
export IMPL_grt_pass1_wl_mm=3.58
export IMPL_p_per_area_nw_per_um2=397
export IMPL_drc=0
export IMPL_path_max_fanout=3
export IMPL_fin_hold_ws_ns=0.792
export IMPL_ys_cells=57
export IMPL_critPathRequiredTime_ns=0.88
export IMPL_vias=684
export IMPL_finalCritPeriodShare=1.25
export IMPL_drtAntennaViolNets=0
export IMPL_viasPerCell=3.70
export IMPL_topCellsByArea="ha_1 (21%), o21ai_4 (14%), a21boi_2 (9.6%)"
export IMPL_register_area_um2=0
export IMPL_dr_pass1_iters=2
export IMPL_synth_cell_types=12
export IMPL_grt_max_degree=5
export IMPL_power_frac_seq=0
export IMPL_antennaDiodeCount=0
export IMPL_wirelength_mm=2.24
export IMPL_warning_count=38
export IMPL_hpwl_mm=1.52
export IMPL_fp_row_count=21
export IMPL_startpoint_type="input port"
export IMPL_maxCapViolCount=0
export IMPL_p_leak_nw=0.714
export IMPL_hold_class="input port to output pin"
export IMPL_fillers=310
export IMPL_ys_warn_count=1
export IMPL_fmax_ghz=0.728
export IMPL_area_delta_synth_final_pct=214
export IMPL_power_frac_comb=1.000
export IMPL_finalSetupViolCount=24
export IMPL_dp_cells=163
export IMPL_finalHoldViolations=0
export IMPL_vdd_drop_max_v=0.000163
export IMPL_antenna_found_initial=0
export IMPL_top_area_cell="ha_1"
export IMPL_ios=48
export IMPL_clkPwrFrac=0
export IMPL_coreArea_um2=3420
export IMPL_netlist_instances=57
export IMPL_synth_area_per_cell_um2=8.23
export IMPL_top_area_frac=0.213
export IMPL_p_int_w=0.000369
export IMPL_fin_crit_ns=1.37
export IMPL_slew_viol_final=0
export IMPL_syn_area_um2=469
export IMPL_io_buffers=44
export IMPL_worstSetupPathType="input port to output pin"
export IMPL_postSynthSeqShare=0
export IMPL_status="finished with violations"
export IMPL_ff_count=0
export IMPL_power_switching_w=0.000216
export IMPL_fin_area_um2=1470
export IMPL_gr_total_overflow=0
export IMPL_violations="negative setup slack"
export IMPL_dpl_cell_area_um2=1080
export IMPL_p_sw_frac=0.370
export IMPL_clock_buffer_count=0
export IMPL_stdcell_count=185
export IMPL_wl_per_cell_um=12.1
export IMPL_die_area_um2=6400
export IMPL_grt_pass1_vias=750
export IMPL_setup_ws_ns=-0.274
export IMPL_fp_utilization=0.137
export IMPL_lay_top_cells="buf_2 (25), buf_4 (24), buf_6 (18)"
export IMPL_grt_usage=0.0640
export IMPL_worst_setup_path_end_kind="output pin"
## worst max-delay path, cell delays in order
cell and delay, ns:
buf_12 0.10, clkinv_8 0.04, ha_4 0.16, nor2_4 0.11
o21ai_4 0.07, buf_6 0.13, buf_6 0.11, xnor2_2 0.11
buf_2 0.11
## cells by family after synthesis
kind of cell / after synthesis / share of synthesized area
compound gates: 16 / 0.341
buf+inv: 16 / 0.160
fa+ha+maj: 8 / 0.213
simple gates: 8 / 0.117
xor+xnor: 4 / 0.0747
mux: 4 / 0.0853
other cells: 1 / 0.00799
## final cells by class
| class | instances | area [um^2] | area share |
|---|---|---|---|
| Multi-Input combinational cell | 44 | 606 | 0.411 |
| Tap cell | 46 | 57.6 | 0.0391 |
| Timing Repair Buffer | 83 | 709 | 0.482 |
| Inverter | 12 | 100 | 0.0680 |
## synth_stat cells, drive strengths merged
library cell	instances
conb	1
o21ai	8
mux2i	4
inv	12
ha	8
xnor2	4
buf	4
nor3b	4
nor2	4
a21boi	8
## metal layers
| metal | vias to the layer above | track usage | part of all wire |
|---|---|---|---|
| li1 | 349 | - | - |
| met2 | 23 | 0.106 | 0.48 |
| met4 | 0 | 0 | 0 |
| met5 | - | 0 | 0 |
| met3 | 0 | 0.0136 | 0.064 |
| met1 | 312 | 0.0877 | 0.46 |
## metrics by stage
stage / utilization / power [W] / setup WS [ns]
6_report: 0.431 / 0.000585 / -0.274
5_1_grt: 0.431 / 0.000637 / -0.322
4_1_cts: 0.402 / 0.000532 / -0.286
3_5_place_dp: 0.315 / 0.000423 / -1.04
3_3_place_gp: 0.315 / 0.000420 / -1.04
2_1_floorplan: - / 0.000125 / 0.0253
## worst paths after layout
path              from     to  slack (ns)  depth (start not counted)
setup / recovery  I[4]   O[8]       -0.27                          9
hold / removal    I[8]  O[16]        0.79                          4
## what timing repair did
action	in CTS	in global routing
hold endpoints to repair	0	0
resized	219	25
pin swaps	20	18
buffers inserted	23	3
setup endpoints to repair	28	27
## power groups by stage
stage	logic, W	clock network [W]	registers (W)
CTS	0.000532	0	0
global route	0.000637	0	0
finish	0.000585	0	0
Power figures rest on the tool's default switching activity, not on a simulated workload.
