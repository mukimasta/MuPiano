<file path="design/flow/design.v">
`timescale 1ns / 1ps
module PS2Receiver(
    input clk,
    input kclk,
    input kdata,
    output reg [15:0] keycode=0,
    output reg oflag
    );
    wire kclkf, kdataf;
    reg [7:0]datacur=0;
    reg [7:0]dataprev=0;
    reg [3:0]cnt=0;
    reg flag=0;
debouncer #(
    .COUNT_MAX(19),
    .COUNT_WIDTH(5)
) db_clk(
    .clk(clk),
    .I(kclk),
    .O(kclkf)
);
debouncer #(
   .COUNT_MAX(19),
   .COUNT_WIDTH(5)
) db_data(
    .clk(clk),
    .I(kdata),
    .O(kdataf)
);
always@(negedge(kclkf))begin
    case(cnt)
    0:; 
    1:datacur[0]<=kdataf;
    2:datacur[1]<=kdataf;
    3:datacur[2]<=kdataf;
    4:datacur[3]<=kdataf;
    5:datacur[4]<=kdataf;
    6:datacur[5]<=kdataf;
    7:datacur[6]<=kdataf;
    8:datacur[7]<=kdataf;
    9:flag<=1'b1;
    10:flag<=1'b0;
    endcase
        if(cnt<=9) cnt<=cnt+1;
        else if(cnt==10) cnt<=0;
end
reg pflag;
always@(posedge clk) begin
    if (flag == 1'b1 && pflag == 1'b0) begin
        keycode <= {dataprev, datacur};
        oflag <= 1'b1;
        dataprev <= datacur;
    end else
        oflag <= 'b0;
    pflag <= flag;
end
endmodule
`timescale 1ns / 1ps
module debouncer(
    input clk,
    input I,
    output reg O
    );
    parameter COUNT_MAX=255, COUNT_WIDTH=8;
    reg [COUNT_WIDTH-1:0] count;
    reg Iv=0;
    always@(posedge clk)
        if (I == Iv) begin
            if (count == COUNT_MAX)
                O <= I;
            else
                count <= count + 1'b1;
        end else begin
            count <= 'b0;
            Iv <= I;
        end
endmodule
</file>
<file path="design/flow/run.sh">
#!/bin/bash
# OpenROAD 26Q1-2900-gdf79404cd8, Yosys 0.63+post, stock flow scripts
make -C /OpenROAD-flow-scripts/flow DESIGN_CONFIG=/design/flow/config.mk WORK_HOME=/design/flow/orfs finish
</file>
<file path="design/flow/config.mk">
export PLATFORM = sky130hd
export DESIGN_NAME = PS2Receiver
export DESIGN_NICKNAME = PS2Receiver
export VERILOG_FILES = /design/flow/design.v
export SDC_FILE = /design/flow/constraint.sdc
export NUM_CORES = 4
export LEC_CHECK = 1
export CORE_AREA = 10 10 108 108
export DIE_AREA = 0 0 118 118
</file>
<file path="design/flow/constraint.sdc">
current_design PS2Receiver

set clk_period 2.2
set clk_io_pct 0.2

create_clock -name clk0 -period $clk_period [get_ports {clk}]

set non_clock_inputs [all_inputs -no_clocks]
set_input_delay [expr $clk_period * $clk_io_pct] -clock clk0 $non_clock_inputs
set_output_delay [expr $clk_period * $clk_io_pct] -clock clk0 [all_outputs]
</file>
==> impl_metrics.csv <==
group,metric,value,unit
worst_setup_path,critPathMaxStageDelay,470,ps
worst_setup_path,critical_path_class,"reg2out",
placed_design,io_buffer_count,19,
sta,hold_viol,0,
sta,setup_viol,0,
global_route,met2_usage,0.04615,
drt,antenna-diode-count,0,
floorplanning,io_pins,20,
flow_run,warning_count,28,
drt,wl_per_cell,8.112,um
yosys,synth_xor_xnor_area_share,0.05216,
global_route,grt-busiest-layer,"met2",
finish,layout_top_cell,"edfxtp_1",
worst_setup_path,worstPathMaxFanout,2,
global_route,grt_pass1_vias,837,
flow_run,drv_cap,0,
yosys,edf_count,33,
sta,unclocked_pins,13,
worst_setup_path,end_kind,"output pin",
floorplanning,dieWidth,118,um
pwr,p_per_area,558.8,nW/um2
clocking,cts_buffers,5,
worst_setup_path,r2r_slack,830,ps
yosys,synth.logic.top_family,"simple AND/OR/NAND/NOR gates",
floorplanning,fp_util,0.1809,
clocking,ctsLongestPathBuffers,2,
drt,num_vias,861,
floorplanning,fp.dieH,118,um
outcome,outcome,"finished, final reports clean",
yosys,ys.flop_type,"edfxtp_1",
drt,viasPerCell,3.213,
clocking,post_cts_resized,0,
pwr,leakagePower,0.7302,nW
worst_setup_path,timing.rr.start,"db_clk.count[0]",
global_route,grt_start_max_net_pins,18,
placed_design,dp.cells,260,
sta,period_needed,1533,ps
hold_path,min_path_type,"reg2reg",
yosys,synthesis.area,1679,um2
yosys,fa_ha_area_frac,0.04471,
drt,drcViolationCount,0,
placed_design,gp_congestion,0.7884,
finish,final_cells,268,
clocking,cts_tree,"built",
yosys,synthDistinctLibCells,22,
sta,worst_pin_slew,555.5,ps
worst_setup_path,crit_family,"buffers and inverters",
clocking,clk_pin_slew,60,ps
yosys,yosysWarnings,2,
finish,areaGrowthSynthToFinish,26.30,%
drt,drt-pass1-iter-count,3,
sta,max_clock_freq,652.1,MHz
yosys,syn_inst,111,
sta,worst_clock_skew,2.050,ps
pwr,peakVddDrop,0.0001525,V
finish,fillCellCount,987,
yosys,yosys-stat-area,1679,um2
drt,wl,2174,um
worst_setup_path,critPathBufInv,1,
global_route,use_met3,0.01070,
worst_setup_path,critPathArrivalTime,1090,ps
worst_setup_path,startpoint,"keycode[6]",
global_route,antenna_found_initial,0,
yosys,yosysSeqAreaShare,0.7332,
global_route,grt_pass1_wl,3808,um
worst_setup_path,crit_path_top_delay_cell,"clkdlybuf4s50_1",
finish,mostFrequentLayoutCells,"edfxtp_1 (33), clkdlybuf4s50_1 (19), nor2_1 (15), dfxtp_1 (12)",
worst_setup_path,crit_required,1760,ps
sta,untimed_endpoints,35,
finish,layout-drive-gt1-share,0.07194,
sta,slew_headroom,0.6258,
drt,ant_nets,0,
yosys,synth.cellmix.compoundShare,0.02086,
sta,period_used_share,0.6970,
worst_setup_path,cp-start-kind,"flip-flop",
clocking,cts_hold_buf,0,
drt,drtIter0Drc,52,
yosys,mux_area_frac,0.01192,
placed_design,dp_hpwl,1626,um
global_route,met1_usage,0.04215,
clocking,htree_levels,2,
yosys,yosys-stat-cells,111,
yosys,ys_sh_simple,0.1259,
global_route,grt.total_usage,0.03126,
clocking,clk_latency,280,ps
sta,final.setup.tns,0,ps
yosys,synth_area_per_cell,15.13,um2
floorplanning,num_rows,35,
clocking,cts-root-buf,"clkbuf_8",
floorplanning,chipArea,13920,um2
yosys,async_flop_share,0,
yosys,ys_ff,45,
hold_path,hold_start,"keycode[1]",
global_route,grt.overflow.total,0,
sta,rsz0062_at_grt,"no",
floorplanning,coreArea,9284,um2
worst_setup_path,path_cells,"clkdlybuf4s50_1",
clocking,post-cts-setup-buffers,0,
sta,slew_viol_final,0,
==> synth_stat cells (2+ instances only) <==
| library cell | number | area, um2 |
|---|---|---|
| and2_1 | 8 | 50.05 |
| dfxtp_1 | 12 | 240.2 |
| edfxtp_1 | 33 | 991.0 |
| ha_1 | 6 | 75.07 |
| inv_1 | 5 | 18.77 |
| mux2i_1 | 2 | 20.02 |
| nand3_1 | 4 | 20.02 |
| nor2_1 | 15 | 56.30 |
| nor2b_1 | 3 | 18.77 |
| nor3_1 | 2 | 10.01 |
| o21ai_0 | 2 | 10.01 |
| xnor2_1 | 2 | 17.52 |
| xor2_1 | 8 | 70.07 |
==> report_power, final <==
group	total (mW)	internal [mW]	switching, mW
clock network	0.416	0.214	0.202
registers	0.691	0.665	0.0261
logic	0.0778	0.0398	0.0380
total	1.19	0.919	0.266
==> per-layer routing <==
metal | share of wire | vias to the layer above | wire length [um]
met4 | 0.041 | 0 | 90
met2 | 0.42 | 24 | 911
met5 | 0 | - | 0
li1 | - | 442 | -
met3 | 0.057 | 6 | 125
met1 | 0.48 | 389 | 1047
==> cell type report <==
type                            instances  area, um2  share of cell area
Multi-Input combinational cell         61      429.2              0.2024
Tap cell                              129      161.4             0.07611
Inverter                                5      18.77            0.008850
Sequential cell                        45       1231              0.5805
Timing Repair Buffer                   20      197.7             0.09322
Clock buffer                            5      68.82             0.03245
Clock inverter                          3      13.76            0.006490
==> sequential cells by signal, indices dropped and copies added (netlist names) <==
signal         cells
cnt                4
datacur            8
db_clk.Iv          1
db_clk.O           1
db_clk.count       5
db_data.Iv         1
db_data.O          1
db_data.count      5
flag               1
keycode           16
oflag              1
pflag              1
==> path summary, 6_finish.rpt <==
kind	endpoint	depth (start not counted)
setup / recovery	keycode[6]	1
hold / removal	keycode[9]	0
hold reg to reg	keycode[9]	0
setup reg to reg	db_clk.O	3
==> metrics by stage <==
stage          hold slack (ps)    util  power, mW  worst slack (ps)  cell area [um2]
2_1_floorplan            400.3       -     0.7620             760.4             1679
3_3_place_gp             438.0  0.2195     0.7785             472.4             2038
3_5_place_dp             432.0  0.2195     0.7822             452.8             2038
4_1_cts                  447.0  0.2284      1.203             650.2             2121
5_1_grt                  457.3  0.2284      1.248             598.8             2121
6_report                 444.4  0.2284      1.185             666.6             2121
==> cell families (layout without fill, tap and decap cells) <==
kind of cell / count (synthesis) / count (layout)
compound gates: 5 / 5
fa+ha+maj: 6 / 6
buf+inv: 5 / 33
xor+xnor: 10 / 10
flops: 45 / 45
mux: 2 / 2
simple gates: 38 / 38
Power and IR drop assume default switching activity.
