==> design.v <==
`timescale 1ns / 1ps
module uart_buf_con(
    input             clk,
    input      [ 2:0] bcount,
    input      [31:0] tbuf,
    input             start,
    output            ready,
    output reg        tstart=0,
    input             tready,
    output reg [ 7:0] tbus=0
    );
    reg [2:0] sel=0;
    reg [31:0] pbuf=0;
    reg running=0;
    initial tstart <= 'b0;
    initial tbus <= 'b0;
    always@(posedge clk)
        if (tready == 1'b1) begin
            if (running == 1'b1) begin
                if (sel == 4'd1) begin
                    running <= 1'b0;
                    sel <= bcount + 2'd2;
                end else begin
                    sel <= sel - 1'b1;
                    tstart <= 1'b1;
                    running <= 1'b1;
                end
            end else begin
                if (bcount != 2'b0) begin
                    pbuf <= tbuf;
                    tstart <= start;
                    running <= start;
                    sel <= bcount + 2'd2;
                end
            end
        end else
            tstart <= 1'b0;
    assign ready = ~running;
    always@(sel, pbuf)
        case (sel)
        1: tbus <= 8'd13;
        2: tbus <= 8'd10;
        3: tbus <= pbuf[7:0];
        4: tbus <= pbuf[15:8];
        5: tbus <= 8'd32;
        6: tbus <= pbuf[23:16];
        7: tbus <= pbuf[31:24];
        default: tbus <= 8'd0;
        endcase
endmodule
==> run.sh <==
#!/bin/bash
# OpenROAD 26Q1-2900-gdf79404cd8, Yosys 0.63+post, stock flow scripts
make -C /OpenROAD-flow-scripts/flow DESIGN_CONFIG=/design/flow/config.mk WORK_HOME=/design/flow/orfs finish
==> config.mk <==
export PLATFORM = sky130hd
export DESIGN_NAME = uart_buf_con
export DESIGN_NICKNAME = uart_buf_con
export VERILOG_FILES = /design/flow/design.v
export SDC_FILE = /design/flow/constraint.sdc
export NUM_CORES = 4
export LEC_CHECK = 1
export CORE_UTILIZATION = 30
==> constraint.sdc <==
current_design uart_buf_con

set clk_period 4.2
set clk_io_pct 0.2

create_clock -name clk0 -period $clk_period [get_ports {clk}]

set non_clock_inputs [all_inputs -no_clocks]
set_input_delay [expr $clk_period * $clk_io_pct] -clock clk0 $non_clock_inputs
set_output_delay [expr $clk_period * $clk_io_pct] -clock clk0 [all_outputs]
==> impl_metrics.json <==
{
  "status": "finished clean",
  "viasPerCell": 4.59,
  "finalWirelength_um": 2960,
  "syn-instance-count": 98,
  "cts.path.max_buffers": 2,
  "hold_class": "reg -> reg",
  "wl_met2_um": 1250,
  "holdPathStages": 2,
  "gp_congestion": 0.762,
  "synthFlopType": "edfxtp_1",
  "fmax_mhz": 336,
  "peakVddDrop_mv": 0.244,
  "power.total_w": 0.000819,
  "numClockSinks": 37,
  "cts_root_buf": "clkbuf_8",
  "power_density_nw_per_um2": 379,
  "first_iter_violations": 43,
  "slowest_delay_ps": 420,
  "crit_path_max_fanout": 13,
  "first_global_vias": 1047,
  "worstMarginPinSlew_ps": 473,
  "syn_to_final_growth_pct": 38.8,
  "ios": 48,
  "synth_area_per_cell_um2": 15.9,
  "holdBufCountCts": 0,
  "holdPathEnd": "tstart",
  "grt_pass1_wl_um": 4770,
  "top_cells_by_count": "edfxtp_1 (36), a21oi_1 (8), a222oi_1 (6)",
  "drive_above_1_share_pct": 8.72,
  "startpoint_type": "flip-flop",
  "ys.flops": 37,
  "port_buffers": 47,
  "yosysCellCount": 98,
  "antenna_found_initial": 0,
  "hold_violations": 0,
  "fin_ws_ps": 1220,
  "num_antenna_cells": 0,
  "edf_count": 36,
  "syn-cell-area_um2": 1560,
  "cpMaxStageDelayCell": "edfxtp_1",
  "wl_per_cell_um": 13.7,
  "cp-end-kind": "primary output",
  "r2r-start": "sel[1]",
  "highest_layer": "met4",
  "die_y_um": 74.0,
  "skew_ps": 1.32,
  "min_from": "tstart",
  "rsz0062_at_grt": "false",
  "fp_util_pct": 32.1,
  "cp.arrival_ps": 2140,
  "firstDrtPassIters": 4,
  "fin_crit_ps": 2980,
  "cap_viol_max_count": 0,
  "fillers": 420,
  "fp-row-count": 25,
  "wl_met3_um": 337,
  "cts_tree": "built",
  "grt_util_all_layers_pct": 12.2,
  "core_area_um2": 4850,
  "overflow": 0,
  "wl_met1_um": 1320,
  "async_flop_share_pct": 0,
  "path_clk_slew_ps": 70,
  "clock_latency_ps": 280,
  "period_used_pct": 70.9,
  "cpLargestDelayFamily": "flip-flops",
  "drv_slew": 0,
  "p_leak_nw": 0.754,
  "top_area_share_pct": 69.5,
  "tool_warnings": 29,
  "detail-route-antenna-nets": 0,
  "ys_area_um2": 1560,
  "post_cts_buffers": 0,
  "cts-htree-levels": 2,
  "finalSetupViolations": 0,
  "cp_num_buf_inv": 1,
  "rr_endpoint": "sel[0]",
  "vias": 991,
  "synth.distinct_cells": 30,
  "r2r_slack_ps": 2500,
  "top_cell": "edfxtp_1",
  "crit_type": "reg -> out",
  "yosys_warnings": 1,
  "cp.required_ps": 3360,
  "pre_cts_ws_ps": 1520,
  "maxSlewHeadroom_pct": 68.5,
  "drc": 0,
  "top_cells_by_area": "edfxtp_1 (69%), ha_1 (4.0%), a222oi_1 (3.9%)",
  "dp_hpwl_um": 2130,
  "rr_worst_depth": 5,
  "crit_chain": "ha_1, and2b_1, a221o_1, clkdlybuf4s50_1",
  "grt_max_degree": 33,
  "cts_made_buffers": 5,
  "setup_tns_ps": 0,
  "yosys.area.top_type": "edfxtp_1",
  "postSynthSeqShare_pct": 70.7,
  "die_area_um2": 5480,
  "die_w_um": 74.0,
  "cts_resized": 0
}
## cells by family (layout without fill, tap and decap cells)
| family | count (synthesis) | after routing | synth area share [%] |
|---|---|---|---|
| flip-flops | 37 | 37 | 70.7 |
| AND-OR/OR-AND | 27 | 27 | 12.5 |
| AND/OR/NAND/NOR | 16 | 16 | 6.51 |
| buffers and inverters | 10 | 61 | 4.02 |
| adder cells (fa/ha/maj) | 5 | 5 | 4.02 |
| multiplexers | 2 | 2 | 1.61 |
| XOR/XNOR | 1 | 1 | 0.563 |
## how the worst max path moves through the flow
stage	from	end	slack, ps	cells after the start
6_report	sel[0]	tbus[3]	1220	4
4_1_cts	sel[0]	tbus[3]	1210	4
5_1_grt	sel[0]	tbus[3]	1100	6
## metal layers
| layer | up-vias | GRT usage [%] |
|---|---|---|
| li1 | 486 | - |
| met1 | 451 | 19.1 |
| met2 | 48 | 16.9 |
| met3 | 6 | 6.04 |
| met4 | 0 | 1.92 |
| met5 | - | 0 |
## placed cells by master (no fill, tap or decap), drive strengths merged, types with 3 or more instances in the layout
cell,netlist,routed
nand2,4,4
clkdlybuf4s50,0,47
ha,5,5
a211oi,3,3
inv,5,5
a222oi,6,6
a21oi,8,8
edfxtp,36,36
o21ai,3,3
clkbuf,0,5
## power breakdown
group	leakage [nW]	internal, W	switching, W
logic	0.365	0.0000853	0.0000536
clock network	0.0439	0.000114	0.000122
registers	0.345	0.000431	0.0000124
## flip-flops by register name (all words and copies together) (netlist names)
register,cells
pbuf,32
running,1
sel,3
tstart,1
## through the flow
step | cell area, um2 | util (%) | hold WS, ps | std cells
after floorplan | 1560 | - | 407 | 98
after global placement | 2070 | 42.8 | 434 | 208
final | 2160 | 44.6 | 448 | 216
after detailed placement | 2070 | 42.8 | 443 | 208
after global routing | 2160 | 44.6 | 476 | 216
after CTS | 2160 | 44.6 | 454 | 216
## cell type report
class	count	area, um2	share of cell area (%)
well taps	67	83.8	3.88
clock inverters	3	17.5	0.811
flip-flops and latches	37	1100	51.0
clock buffers	5	68.8	3.18
multi-input cells	51	393	18.2
repair buffers	48	478	22.1
inverters	5	18.8	0.869
## worst register-to-register path, stage by stage, from the launching register on
cell      delay, ps
edfxtp_1        420
inv_1           130
ha_1            320
nand2b_2        130
nand2_1         140
mux2_4          310
Power and IR drop assume default switching activity.
